==> flow/design.v <==
`timescale 1ns / 1ps
module X_mults(
    input wire clk,
    input wire rst,
    input wire [8:0] x_id,
    input wire [8:0] tag_x,
    input wire from_pe_ready,
    output wire to_bus_ready,
    input wire from_bus_enable,
    output wire to_pe_enable,
    input wire [31:0] from_bus_value,
    output reg [31:0] to_pe_value
    );
    reg [8:0] x_id_save;
    always @(posedge clk, negedge rst)
    begin
        if(!rst)x_id_save <= 0;
        else if(x_id_save != x_id)x_id_save <= x_id;
    end
    assign to_pe_enable = from_bus_enable && from_pe_ready && (x_id_save == tag_x);
    always @(*)
      begin
         case (to_pe_enable)
            1'b0: to_pe_value = 0;
            1'b1: to_pe_value = from_bus_value;
        endcase
    end   
endmodule
==> flow/run.sh <==
#!/bin/bash
# OpenROAD 26Q1-2900-gdf79404cd8, Yosys 0.63+post, stock flow scripts
make -C /OpenROAD-flow-scripts/flow DESIGN_CONFIG=/design/flow/config.mk WORK_HOME=/design/flow/orfs finish
==> flow/config.mk <==
export PLATFORM = sky130hd
export DESIGN_NAME = X_mults
export DESIGN_NICKNAME = X_mults
export VERILOG_FILES = /design/flow/design.v
export SDC_FILE = /design/flow/constraint.sdc
export NUM_CORES = 4
export LEC_CHECK = 1
export CORE_AREA = 10 10 80 80
export DIE_AREA = 0 0 90 90
==> flow/constraint.sdc <==
current_design X_mults

set clk_period 2.3
set clk_io_pct 0.2

create_clock -name clk0 -period $clk_period [get_ports {clk}]

set non_clock_inputs [all_inputs -no_clocks]
set_input_delay [expr $clk_period * $clk_io_pct] -clock clk0 $non_clock_inputs
set_output_delay [expr $clk_period * $clk_io_pct] -clock clk0 [all_outputs]
==> results.py <==
# Generated from Yosys and OpenROAD reports
metrics = {
    "power_and_ir_drop": {
        "ir_worst_vdd_uv": 370,
        "p_per_area_nw_per_um2": 314,
        "p_sw_mw": 0.268,
        "p_int_mw": 0.531,
        "comb_power_share_pct": 56.2,
        "p_clk_share_pct": 22.1,
        "fin_total_pwr_mw": 0.799,
        "leakage_nw": 1.15,
        "p_sw_share_pct": 33.5,
        "power_frac_seq_pct": 21.7,
    },
    "synthesis": {
        "syn_area_sq_um": 1040,
        "synth_seq_share_pct": 21.7,
        "ys_area_sq_um": 1040,
        "syn_area_per_cell_sq_um": 9.10,
        "yosysWarnings": 2,
        "synth_cells": 114,
        "ys_cells": 114,
        "numSynthFlops": 9,
        "synth_cell_type_count": 17,
    },
    "worst_setup_path": {
        "critical_path_arrival_ns": 1.82,
        "critical_path_peak_fanout": 10,
        "start_kind": "primary input",
        "crit_type": "in -> out",
        "crit_path_end_kind": "output port",
        "crit_required_ns": 1.84,
    },
    "clock_network": {
        "cts_tree": "done",
        "h-tree-depth": 1,
        "cts_made_buffers": 3,
        "clock-sinks": 9,
        "cts-root-buf": "clkbuf_8",
        "path_clk_slew_ns": 0.04,
        "clk_path_buf_depth": 2,
        "postCtsHoldBufs": 0,
    },
    "global_routing": {
        "grt_pass1_wl_um": 7600,
        "met1_usage_pct": 14.1,
        "antenna_found_initial": 0,
        "grt_pass1_vias": 1374,
        "grt_usage_pct": 11.1,
        "grt_overflow_total": 0,
        "use_met3_pct": 3.86,
        "grt_start_max_net_pins": 17,
        "grt_use_met2_pct": 18.8,
        "grt_busiest_layer": "met2",
    },
    "floorplan": {
        "row_count": 25,
        "initial_core_util_pct": 22.0,
        "top_level_ports": 88,
        "die_area_sq_um": 8100,
        "die_h_um": 90,
        "die_x_um": 90,
        "fp.coreArea_sq_um": 4720,
    },
    "route": {
        "vias_per_cell": 4.66,
        "drt-initial-drc-count": 35,
        "post_drt_wl_per_cell_um": 18.0,
        "wl_um": 4960,
        "via_count": 1287,
        "num_antenna_cells": 0,
        "antenna_left": 0,
        "drt-pass1-iter-count": 4,
        "route.detailed.drc": 0,
    },
    "layout": {
        "drive_above_1_share_pct": 54.5,
        "logic_area_sq_um": 967,
        "mostFrequentLayoutCells": "clkdlybuf4s50_1, buf_2, nand3_1, nor4_4, nor4_2",
        "regArea_sq_um": 225,
        "lay_top_count": "clkdlybuf4s50_1",
        "synthToLayoutAreaGrowth_pct": 145,
        "biggestRegsByFlops": "x_id_save x9",
        "max_flop_register": "x_id_save",
        "largest_reg_flops": 9,
        "nFillCells": 398,
        "final_cell_area_sq_um": 2540,
    },
    "sta": {
        "hold_violations": 0,
        "period_needed_ns": 2.28,
        "finalCritPeriodShare_pct": 99.2,
        "setup_violations": 0,
        "slew_viol_final": 0,
        "fmax_ghz": 0.438,
        "rsz0062_at_grt": "yes",
    },
    "run": {
        "drv_cap": 0,
        "warnings": 27,
    },
    "place": {
        "dpl.hpwl_um": 3260,
        "placed_area_sq_um": 2060,
        "numPortBuffers": 86,
        "place_congestion": 0.749,
    },
    "min_path": {
        "hold_path_class": "in -> async",
    },
    "outcome": {
        "status": "finished clean",
    },
}
## what timing repair did
item,CTS,global route
setup endpoints to repair,33,32
setup buffers,9,1
resized,137,29
hold endpoints to repair,0,0
gates cloned,6,2
pin swaps,40,12
## power by group through the flow
stage     clock network [mW]  registers (mW)  logic (mW)
4_1_cts                0.182           0.173       0.405
5_1_grt                0.190           0.174       0.475
6_report               0.177           0.173       0.449
## worst max-delay path, cell delays in order
cell and delay [ns]:
dlygate4sd2_1 0.25, xnor2_2 0.16, buf_6 0.14, bufbuf_16 0.26, nand3_1 0.11, nor4_4 0.28, buf_2 0.15
## path summary, 6_finish.rpt
| path | endpoint | cells after the start | slack (ns) | startpoint |
|---|---|---|---|---|
| min in group clk0 | x_id_save[8]$_DFFE_PN0P_ | 1 | 0.67 | x_id[8] |
| worst max-delay path | to_pe_value[21] | 7 | 0.02 | tag_x[0] |
| worst min-delay path | x_id_save[2]$_DFFE_PN0P_ | 1 | 0.52 | rst |
| max in group asynchronous | x_id_save[3]$_DFFE_PN0P_ | 1 | 1.50 | rst |
## synth_stat cells (all sizes together)
| master | instances | area share, % |
|---|---|---|
| nand3 | 32 | 15 |
| inv | 1 | 0.36 |
| buf | 12 | 7.6 |
| o2111ai | 1 | 0.84 |
| clkbuf | 13 | 4.7 |
| xor2 | 1 | 0.84 |
| dfrtp | 9 | 22 |
| nand2 | 3 | 1.1 |
| nor4 | 33 | 38 |
| a211o | 1 | 1.7 |
| conb | 1 | 0.36 |
| xnor2 | 7 | 7.4 |
## cells by family after synthesis
| logic type | Yosys count | share of synthesized area [%] |
|---|---|---|
| buf+inv | 26 | 12.7 |
| flops | 9 | 21.7 |
| simple gates | 68 | 54.5 |
| xor+xnor | 8 | 8.20 |
| other cells | 1 | 0.362 |
| compound gates | 2 | 2.53 |
## layer usage
metal	up-vias	share of wire (%)
met3	2	7.7
met5	-	0
met2	57	50
li1	613	-
met1	615	42
met4	0	0.32
## layout make-up
cell class	instances	area share, %
inverters	1	0.147
well taps	67	3.29
flip-flops and latches	9	8.85
multi-input cells	79	38.0
clock buffers	4	1.77
repair buffers	116	47.9
## per-stage QoR
| step | setup TNS, ns | hold WS (ns) | worst slack (ns) | utilization, % | std cells |
|---|---|---|---|---|---|
| after floorplan | 0 | 0.164 | 0.553 | - | 114 |
| after global placement | -16.07 | 0.766 | -0.505 | 43.6 | 255 |
| after detailed placement | -16.53 | 0.775 | -0.530 | 43.6 | 255 |
| after CTS | -0.0120 | 0.532 | -0.0101 | 50.2 | 274 |
| after global routing | -0.0838 | 0.549 | -0.0402 | 53.9 | 276 |
| final | 0 | 0.523 | 0.0184 | 53.9 | 276 |
No activity file was given, so power comes from the tool's default toggle rates.
